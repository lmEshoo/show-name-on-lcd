==> /design/flow/design.v <==
`timescale 1ns / 1ps
module LCDI(clk, DIN,W,WADD, dataout, control);
         input clk;
         input [7:0] DIN;
         output [3:0] dataout;
         output [2:0] control;
	 input [4:0] WADD;
	 input W;
	 reg [2:0] sel;
	 reg [25:0] delay;  
	 reg [5:0] state;
	 reg [3:0] dataout;
	 reg [2:0] control;  
	 reg [7:0] DR;
	 reg [4:0] add;
	 reg [7:0] datain;
	 reg R;
	 initial state=0;
	 reg [7:0]LCDRAM[0:31];
	integer i;
	initial
		begin
		for (i = 0; i < 32; i = i+1)
			begin
				LCDRAM[i]= 8'hFE;
			end
		end
	always@(posedge clk)
		if(W)LCDRAM[WADD]<= DIN;
	always@(R,add)
		if(R)datain=LCDRAM[add];
		else datain=0;
	 always @ (posedge clk)
	 begin
	 case(state)
	 0:begin delay <= 750_000; state<= 1;control[2:1] <= 0; control[0] <= 0;   end  
	 1:begin 
	   if(delay==0)begin state <= 2; delay<=12; dataout<= 4'h3; control<=3'h4; end
		else delay <= delay -1; 
		end
	 2:begin if(delay==0)begin delay <= 205_000; state<= 3;control <= 0; end
	   else delay <= delay -1 ; 
		end
	 3:begin 
	   if(delay==0)begin state <= 4; delay<=12; dataout<= 4'h3; control<=3'h4; end
		else delay <= delay -1; 
		end
	 4:begin if(delay==0)begin delay <= 5_000; state<= 5;control <= 0; end
	   else delay <= delay -1 ; 
		end
	 5:begin 
	   if(delay==0)begin state <= 6; delay<=12; dataout<= 4'h3; control<=3'h4; end
		else delay <= delay -1; 
		end
	 6:begin if(delay==0)begin delay <= 2_000; state<= 7;control <= 0; end
	   else delay <= delay -1 ; 
		end
	 7:begin 
	   if(delay==0)begin state <= 8; delay<=12; dataout<= 4'h2; control<=3'h4; end
		else delay <= delay -1; 
		end
	 8:begin if(delay==0)begin delay <= 2_000; state<= 9;control <= 0; end   
	   else delay <= delay -1 ; 
		end
	 9:begin 
	   if(delay==0)begin state <= 10;sel <= 4; end
		else delay <= delay -1; 
		end
	10:begin  
	   case(sel)
			 0: begin state <= 20; delay <= 82_000; end
			 1: begin state <= 11; DR <= 8'h01; end
			 2: begin state <= 11; DR <= 8'h0C; end
			 3: begin state <= 11; DR <= 8'h06; end
			 4: begin state <= 11; DR <= 8'h28; end 		 
	 default: state <= 0 ;
		endcase end
	11:begin state <= 12; control <= 0; dataout <= DR[7:4]; delay <= 2; sel <= sel -1; end
	12:begin if(delay==0)begin delay <= 12; state<= 13; control<=3'h4; end
	         else delay <= delay -1 ;end
	13:begin if(delay==0)begin delay <= 2; state<= 14; control<=0; end
	         else delay <= delay -1 ; end
	14:begin if(delay==0)begin delay <= 50 ; state<= 15; end
	         else delay <= delay -1 ; end
	15:begin if(delay==0)begin state <= 16; control <= 0; dataout <=DR[3:0]; delay <= 2;end
	         else delay <= delay -1 ; end
	16:begin if(delay==0)begin delay <= 12; state<= 17; control<=3'h4; end
	         else delay <= delay -1 ; end
	17:begin if(delay==0)begin delay <= 2; state<= 18; control<=0; end
	         else delay <= delay -1 ; end
	18:begin if(delay==0)begin delay <= 2_000 ; state<= 19; end
	         else delay <= delay -1 ; end
	19:begin if(delay==0)begin state<= 10; end
	         else delay <= delay -1 ; end
	20:begin if(delay==0)begin state<= 21; end
	   else delay <= delay -1 ; 
		end
	21:begin state <= 22;add <= 0;R <=1; end
	22:begin state <= 23; if(add==0)DR <=8'h80;else DR<=8'hC0;  end 
	23:begin state <= 24; control <= 0; dataout <= DR[7:4]; delay <= 2;end
	24:begin if(delay==0)begin delay <= 12; state<= 25; control<=3'h4; end
	         else delay <= delay -1 ;end
	25:begin if(delay==0)begin delay <= 2; state<= 26; control<=0; end
	         else delay <= delay -1 ; end
	26:begin if(delay==0)begin delay <= 50 ; state<= 27; end
	         else delay <= delay -1 ; end
	27:begin if(delay==0)begin state <= 28; control <= 0; dataout <=DR[3:0]; delay <= 2;end
	         else delay <= delay -1 ; end
	28:begin if(delay==0)begin delay <= 12; state<= 29; control<=3'h4; end
	         else delay <= delay -1 ; end
	29:begin if(delay==0)begin delay <= 2; state<= 30; control<=0; end
	         else delay <= delay -1 ; end
	30:begin if(delay==0)begin delay <= 2_000 ; state<= 31; end
	         else delay <= delay -1 ; end
	31:begin if(delay==0)begin state<= 32; end
	         else delay <= delay -1 ; end
	32:begin state <= 33; DR <= datain; if(add==31)add<=0;else add<= add+1;  end
	33:begin state <= 34; control <= 3'b010; dataout <= DR[7:4]; delay <= 2; end
	34:begin if(delay==0)begin delay <= 12; state<= 35; control<=3'b110; end
	         else delay <= delay -1 ;end
	35:begin if(delay==0)begin delay <= 2; state<= 36; control<=3'b010; end
	         else delay <= delay -1 ; end
	36:begin if(delay==0)begin delay <= 50 ; state<= 37;control<=0; end
	         else delay <= delay -1 ; end
	37:begin if(delay==0)begin state <= 38; control <= 3'b010; dataout <=DR[3:0]; delay <= 2;end
	         else delay <= delay -1 ; end
	38:begin if(delay==0)begin delay <= 12; state<= 39; control<=3'b110; end
	         else delay <= delay -1 ; end
	39:begin if(delay==0)begin delay <= 2; state<= 40; control<=3'b010; end
	         else delay <= delay -1 ; end
	40:begin if(delay==0)begin delay <= 2_000 ; state<= 41;control<=0; end
	         else delay <= delay -1 ; end
	41:begin if(delay==0)begin if(add==0 | add==16)state<= 42;else state<= 32;  end
	         else delay <= delay -1 ; end
	42:begin if(add==0)begin state <= 43; delay <= 1_000_000;end else state<=22; end
        43:begin if(delay==0)begin state<= 22; end
	         else delay <= delay -1 ; end	
	default: state <= 0;
	endcase
	 end
endmodule
`timescale 1ns / 1ps
module Controller(input clk, output [3:0] dataout, output [2:0]control );
			reg [0:7]Din;
			reg [32:0] count;
			reg [5:0] WADD;
			reg W ;
			LCDI Display(clk, Din,W,WADD, dataout, control);
initial
begin 
count<=0;
W<=0;
end
always @ (posedge clk)
count<=count+1;
always @ (posedge clk)
	case(count)
	0:  W<=1;
	1: begin WADD<=5'b000000; Din=8'h4C;end 
	2: begin WADD<=5'b000001; Din=8'b 01001001;end 
	3: begin WADD<=5'b000010; Din=8'b 01001110;end 
	4: begin WADD<=5'b000011; Din=8'b 01001001;end
	5: begin WADD<=5'b000100; Din=8'b 00100000;end
	6: begin WADD<=5'b000101; Din=8'b 01001101;end
	7: begin WADD<=5'b000110; Din=8'b 01000101;end
	8: begin WADD<=5'b000111; Din=8'b 01010011;end
	9: begin WADD<=5'b001000; Din=8'b 01010100;end
	10: begin WADD<=5'b001001; Din=8'b 01000001;end
	11: begin WADD<=5'b001010; Din=8'b 01010010;end	
	12: begin WADD<=5'b10000; Din=8'b 01000001;end 
	13: begin WADD<=5'b10001; Din=8'b 01010010;end 
	14: begin WADD<=5'b10010; Din=8'b 01010000;end 
	15: begin WADD<=5'b10011; Din=8'b 01001001;end  
	16: begin WADD<=5'b10100; Din=8'b 01001110;end 
	17: begin WADD<=5'b10101; Din=8'b 01000101;end 
	18: begin WADD<=5'b10110; Din=8'b 01001000;end 
	19: W<=0; 
	endcase
endmodule
==> /design/flow/run.sh <==
#!/bin/bash
# OpenROAD 26Q1-2900-gdf79404cd8, Yosys 0.63+post, stock flow scripts
make -C /OpenROAD-flow-scripts/flow DESIGN_CONFIG=/design/flow/config.mk WORK_HOME=/design/flow/orfs finish
==> /design/flow/config.mk <==
export PLATFORM = sky130hd
export DESIGN_NAME = Controller
export DESIGN_NICKNAME = Controller
export VERILOG_FILES = /design/flow/design.v
export SDC_FILE = /design/flow/constraint.sdc
export NUM_CORES = 4
export LEC_CHECK = 1
export CORE_UTILIZATION = 50
==> /design/flow/constraint.sdc <==
current_design Controller

set clk_period 6.3
set clk_io_pct 0.2

create_clock -name clk0 -period $clk_period [get_ports {clk}]

set non_clock_inputs [all_inputs -no_clocks]
set_input_delay [expr $clk_period * $clk_io_pct] -clock clk0 $non_clock_inputs
set_output_delay [expr $clk_period * $clk_io_pct] -clock clk0 [all_outputs]
==> job_summary.md <==
### Flow metrics

| Metric | Value |
|---|---|
| CTS H-tree lvls | 2 |
| First-pass GRT wire length | 55800 µm |
| VDD IR-drop max | roughly 0.00021 V |
| Crit path launch type | flop |
| Max frequency | 324 MHz |
| Critical path class | flop to flop |
| Max cap viols | 0 |
| Worst flop-to-flop path startpoint | Display.delay[17] |
| Latest clock arrival within the worst-skew pair | approximately 0.52 ns |
| I/O pin cnt | 8 |
| Remaining antenna violation count | 0 |
| Pwr/cell area | roughly 260 nW/µm² |
| CTS root buf | clkbuf_16 |
| Vias in the first global route | between 10k and 15k |
| Clk sinks | roughly 360 |
| Layout area overhead | 11.6% |
| Setup WS post-layout | 3.21 ns |
| Fin Setup TNS | 0 ns |
| Max-slew violations | 0 |
| Flops after synth | between 300 and 400 |
| Final setup viols | 0 |
| Mapped Area | 16400 µm² |
| Clock buffer count from CTS | 39 |
| Yosys Chip Area | approximately 16000 µm² |
| Crit-path max FO | 11 |
| TritonCTS clock tree | built |
| Gr usage total | 0.240 |
| Max incr delay on CP | 0.65 ns |
| Die Wd | 183 µm |
| Complex Gates by Area | 0.0879 |
| First drt pass iteration count | 5 |
| Unrepaired setup endpoints after global routing | false |
| Height of the die | ~180 µm |
| # DRC | 0 |
| Mux cell area share | 0.0994 |
| Worst path required time | ~6.5 ns |
| Ratio of cells with drive above 1 in the final layout | 0.134 |
| Least-Margin Pin Slew | between 0.8 and 0.9 ns |
| CP max stage cell | or4_4 |
| Crit share post-route | 0.490 |
| Slew Limit Headroom | 0.406 |
| Basic Gates by Area | 0.108 |
| Diode count | 0 |
| Number of synthesized flops with an enable pin | between 300 and 400 |
| CTS clk-pin slew, worst paths | around 0.06 ns |
| Syn Inst Count | between 1k and 1.5k |
| Status | finished clean |
| Synth logic family | simple AND/OR/NAND/NOR gates |
| Post-CTS Setup Repair Bufs | 0 |
| Ys async rst share | 0 |
| Maximum clock insertion buffer count | 3 |
| DRT Wirelength | between 30000 and 40000 µm |
| Post-CTS Resized | 0 |
| Drt wl/cell | between 20 and 25 µm |
| CP startpoint | Display.delay[17] |
| XOR/XNOR Area Share | 0.0316 |
| Yosys warns | 3 |
| Log Warnings | 34 |
| Library cells used by synthesis | around 73 |
| CTS Hold Buffers Added | 0 |
| Commonest flop | edfxtp_1 |
| Total congestion overflow | 0 |
| Final Hold Viols | 0 |
| Initial antenna violation count | 0 |
| CP Data Arrival Time | ~3.2 ns |
| Worst Hold Slack | roughly 0.45 ns |
| DR vias/cell | 5.90 |
| Largest net degree at the start of global routing | around 54 |
| # Cells Yosys | 1180 |
| Via count | 9888 |
| Fin crit period | between 3 and 4 ns |
| Total core area | ~32000 µm² |
| Worst Hold Launch | count[32] |
| Leakage | approximately 6.4 nW |
| Yosys adder share | 0.0107 |
| Commonest Layout Cell | edfxtp_1 |
| DR iter-0 viols | about 730 |
| Row count | about 65 |
| CP dominant cell by count | or4_4 |
| Floorplan Utilization | 0.513 |
| HPWL after DPL | approximately 22000 µm |
| Pre-CTS setup slack | roughly 3.2 ns |
| Chip area | roughly 33000 µm² |
| Clock skew | a little under 0.01 ns |
| Most frequent cells in the layout | edfxtp_1, nor2_1, mux4_2, nand2_1 |
| Port-buffer cells | 6 |
| Hold Path Class | flop to flop |
| Cells along the critical path | or4_4 -> or4b_4 -> or4_4 -> a2111oi_2 |
| Final Wtd Congestion | ~0.91 |
| CP Capture Type | flop |
| Register share after synthesis | 0.639 |
| Synthesized area per cell | approximately 14 µm² |
-- metal layers --
layer / track usage / wire length, µm / up-vias
li1: - / - / 4631
met1: 0.379 / 14400 / 4743
met2: 0.333 / 15700 / 435
met3: 0.116 / 4060 / 75
met4: 0.0533 / 863 / 4
met5: 0.0237 / 101 / -
-- kinds of logic (layout without fill, tap and decap cells) --
| group | after synthesis | count (layout) |
|---|---|---|
| flops | 361 | 361 |
| buf+inv | 94 | 124 |
| fa+ha+maj | 14 | 14 |
| other cells | 1 | 33 |
| compound gates | 217 | 217 |
| mux | 80 | 80 |
| xor+xnor | 59 | 59 |
| simple gates | 354 | 354 |
-- synth_stat cells, types with 3 or more instances --
| master | number | area [µm²] |
|---|---|---|
| edfxtp_1 | 323 | 9700 |
| nor2_1 | 116 | 435 |
| mux4_2 | 66 | 1490 |
| nand2_1 | 58 | 218 |
| clkbuf_1 | 53 | 199 |
| a21oi_1 | 50 | 250 |
| o21ai_0 | 49 | 245 |
| nand3_1 | 44 | 220 |
| dfxtp_1 | 38 | 761 |
| xnor2_1 | 31 | 272 |
| xor2_1 | 28 | 245 |
| nor3_1 | 23 | 115 |
| inv_1 | 19 | 71.3 |
| a22oi_1 | 18 | 135 |
| buf_1 | 16 | 60.1 |
| nand2b_1 | 15 | 93.8 |
| nor4_1 | 15 | 93.8 |
| ha_1 | 14 | 175 |
| mux2i_1 | 14 | 140 |
| nor2b_1 | 13 | 81.3 |
| or3_1 | 12 | 75.1 |
| and3_1 | 11 | 68.8 |
| o22ai_1 | 10 | 62.6 |
| and2_1 | 9 | 56.3 |
| nand4_1 | 9 | 56.3 |
| a21boi_0 | 8 | 60.1 |
| a221oi_1 | 8 | 70.1 |
| a21o_1 | 7 | 52.6 |
| a31oi_1 | 7 | 43.8 |
| o211ai_1 | 7 | 52.6 |
| nand3b_1 | 6 | 45.0 |
| a211oi_1 | 5 | 37.5 |
| a22o_1 | 5 | 43.8 |
| o31ai_1 | 5 | 37.5 |
| or4_1 | 5 | 37.5 |
| a211o_1 | 4 | 35.0 |
| or2_2 | 4 | 25.0 |
| a31o_2 | 3 | 26.3 |
| o21a_1 | 3 | 22.5 |
| o21ai_1 | 3 | 15.0 |
| o221ai_1 | 3 | 26.3 |
| or4_4 | 3 | 33.8 |
-- through the flow --
step / total power [W] / cells / area, µm² / util
floorplan: 0.00262 / 1212 / 16500 / -
global placement: 0.00262 / 1606 / 17000 / 0.533
detailed placement: 0.00262 / 1606 / 17000 / 0.533
CTS: 0.00486 / 1677 / 18300 / 0.573
global route: 0.00496 / 1677 / 18300 / 0.573
finish: 0.00481 / 1677 / 18300 / 0.573
-- state kept, by name (all words and copies together), names as in the netlist, named ones only --
name,flops
Display.delay,26
Display.control,2
Display.LCDRAM,256
Display.sel,3
Display.state,6
Display.add,5
Display.DR,8
Din,7
count,33
WADD,5
Display.dataout,4
W,1
-- worst paths after layout --
path	end	slack [ns]	depth (start not counted)
max reg2reg	Display.sel[0]	3.21	4
max	Display.sel[0]	3.21	4
min reg2reg	count[32]	0.45	1
min	count[32]	0.45	1
-- critical path: cells and delay by family (launching register included) --
kind	cells	cell delay [ns]
and+or+nand+nor	3	1.73
AOI/OAI and AO/OA	1	0.56
DFF	1	0.42
-- area by class of cell --
| cell class | count | area, µm² |
|---|---|---|
| inverters | 20 | 75.1 |
| repair buffers | 33 | 263 |
| clock buffers | 53 | 1070 |
| well taps | 435 | 544 |
| clock inverters | 18 | 194 |
| multi-input cells | 757 | 5650 |
| fillers | 2513 | 13600 |
| flip-flops and latches | 361 | 10500 |
-- power by group --
part	switching, W	internal (W)	total [W]
clock network	0.000877	0.00136	0.00223
logic	0.00000203	0	0.00000203
registers	0	0.00257	0.00257
total	0.000879	0.00393	0.00481
No activity file was given, so power comes from the tool's default toggle rates.
